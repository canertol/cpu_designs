--- flow/constraint.sdc ---
current_design IDM

set clk_period 9.9
set clk_io_pct 0.2

create_clock -name clk0 -period $clk_period [get_ports {clk}]

set non_clock_inputs [all_inputs -no_clocks]
set_input_delay [expr $clk_period * $clk_io_pct] -clock clk0 $non_clock_inputs
set_output_delay [expr $clk_period * $clk_io_pct] -clock clk0 [all_outputs]
--- flow/run.sh ---
#!/bin/bash
# OpenROAD 26Q1-2900-gdf79404cd8, Yosys 0.63+post, stock flow scripts
make -C /OpenROAD-flow-scripts/flow DESIGN_CONFIG=/design/flow/config.mk WORK_HOME=/design/flow/orfs finish
--- flow/config.mk ---
export PLATFORM = sky130hd
export DESIGN_NAME = IDM
export DESIGN_NICKNAME = IDM
export VERILOG_FILES = /design/flow/design.v
export SDC_FILE = /design/flow/constraint.sdc
export NUM_CORES = 4
export LEC_CHECK = 1
export CORE_UTILIZATION = 40
--- flow/design.v ---
module IDM(A, WD, clk, WE, out); 
 input [7:0] WD;                    
 input[7:0] A;
 input clk, WE;
 output [15:0] out;
 reg [15:0] data[63:0];  
 initial begin
	data[0] = 16'b11_000_000_00000000; 	  
	data[1] = 16'b11_000_001_00000000; 	  
	data[2] = 16'b11_000_010_00000000; 	  
	data[3] = 16'b11_000_011_00111000; 	  
	data[4] = 16'b11_000_100_00111001; 	  
	data[5] = 16'b11_000_101_00111010; 	  
	data[6] = 16'b00_010_000_000_011_00;  
	data[7] = 16'b00_010_001_001_100_00;  
	data[8] = 16'b00_010_010_010_101_00;  
	data[9] = 16'b11_000_011_10100110; 	  
	data[10] = 16'b10_001_110_00010100;   
	data[11] = 16'b10_001_110_00011011;   
	data[12] = 16'b11_000_011_01111111;   
	data[13] = 16'b10_001_110_00101000;   
	data[14] = 16'b11_000_011_01111110;   
	data[15] = 16'b10_001_110_00101000;   
	data[16] = 16'b11_111_111_11111111;   
	data[20] = 16'b11_000_000_11111111;   
	data[21] = 16'b00_110_011_011_000_00; 
	data[22] = 16'b11_000_000_00000001;   
 	data[23] = 16'b00_000_011_011_000_00; 
	data[24] = 16'b10_010_110_000_110_00; 
	data[27] = 16'b11_000_000_00000001;    
	data[28] = 16'b11_000_001_00000010;    
	data[29] = 16'b11_000_010_00000011;    
	data[30] = 16'b11_000_100_00000100;    
	data[31] = 16'b11_000_101_00000101;    
	data[32] = 16'b00_000_000_000_001_00;  
	data[33] = 16'b00_000_010_010_000_00;  
	data[34] = 16'b00_000_100_100_010_00;  
	data[35] = 16'b00_000_101_101_100_00;  
	data[36] = 16'b11_000_011_00000000;   
   data[37] = 16'b00_000_011_011_101_00;  
	data[38] = 16'b10_010_110_000_110_00;  
	data[40] = 16'b11_000_100_00000001;   
	data[41] = 16'b00_100_101_100_011_00; 
	data[42] = 16'b10_100_00000101100;    
	data[43] = 16'b10_011_00000110010;    
	data[44] = 16'b01_000_011_011_00000;  
	data[45] = 16'b01_000_011_011_00000;  
	data[46] = 16'b01_000_011_011_00000;  
	data[47] = 16'b11_000_100_11110111;   
	data[48] = 16'b00_100_011_011_100_00; 
	data[49] = 16'b10_010_110_000_110_00; 
	data[50] = 16'b01_000_011_011_00000;  
	data[51] = 16'b01_000_011_011_00000;  
	data[52] = 16'b11_000_100_01111000;   
	data[53] = 16'b00_100_011_011_100_00; 
	data[54] = 16'b10_010_110_000_110_00; 
   data[56] = 20;
	data[57] = 30;
	data[58] = 40;
	data[59] = 4'h0001;
	data[60] = 4'h0002;
	data[61] = 4'h0003;
	data[62] = 4'h0004;
	data[63] = 4'h0005;
 end
 always @(posedge clk)begin
  if(WE) data[A[7:0]]<= WD;
 end
 assign out = data[A[7:0]];
endmodule
==> impl_metrics.yaml <==
# yosys + openroad results
placement:
  placed_cells: 2105
  place.gp.congestion: 0.973
  io_buffers: 31
  hpwl_microns: 35400
floorplan:
  num_rows: 86
  die-area_sq_um: 56900
  core_sq_um: 55200
  die_height_microns: 239
  fp-utilization: 0.405
  die_w_microns: 239
  boundaryPins: 34
global_route:
  antenna_found_initial: 3
  grt_pass1_wl_microns: 85400
  grt-ovfl-total: 0
  grt_usage: 0.228
  grt_max_degree: 97
  grt_pass1_vias: 13120
synthesis:
  edf_count: 560
  postSynthSeqShare: 0.752
  avgSynthCellArea_sq_um: 17.4
  flop_cell: "edfxtp_1"
  ys_area_sq_um: 22400
  yosysUniqueCellTypes: 63
  yosys-stat-cells: 1288
  synthArstFlopShare: 0
  syn_inst: 1288
  ys_warn_count: 1
  synthesis.area_sq_um: 22400
  yosys_register_bits: 560
route:
  wirelength_microns: 58000
  antenna-diode-count: 0
  drtPass1Iterations: 6
  vias_per_cell: 5.71
  drc: 0
  route.detailed.wl_per_inst_microns: 26.3
  ant_nets: 0
  num_vias: 12562
  drt-initial-drc-count: 932
flow_run:
  maxCapViolations: 0
  tool_warnings: 27
timing:
  hold_violations: 0
  post-route-min-period_ns: 7.45
  rsz0062_at_grt: "no"
  finalSetupViolations: 0
  setup_tns_ns: 0
  fin_crit_sh: 0.753
  clock.fmax_mhz: 134
  drv_slew: 0
  tightestPinTransition_ns: 0.925
  slew_headroom: 0.381
cells_and_area:
  lay_top_count: "edfxtp_1"
  final_cells: 2200
  final_cell_mix: "560 x edfxtp_1, 80 x buf_4, 78 x nor2_1, 65 x a221oi_1, 61 x mux2i_1"
  largest_reg_flops: 560
  ff_latch_area_sq_um: 16800
  logic_area_sq_um: 5240
  fillerInstances: 4580
  drive_gt1_frac: 0.162
  area_growth_pct: 14.3
clocking:
  numCtsBuffers: 55
  cts_buffer_depth: 3
  cts_tree: "yes"
  cts_num_sinks: 560
  hold_buffers: 0
  clk_pin_slew_ns: 0.06
  cts_root_buf: "clkbuf_16"
  post_cts_buffers: 0
  cts-resized-gates: 0
  h-tree-depth: 2
power_and_ir_drop:
  internal_power_mw: 3.83
  leakagePower_nw: 8.23
  pwr-share-comb: 0.060
  swShare: 0.213
  max-vdd-ir-drop_uv: 129
  seqPwrFrac: 0.540
  switchingPower_mw: 1.04
  p_per_area_nw_per_um2: 190
  clkPwrFrac: 0.401
outcome:
  status: "completed"
hold_path:
  hp-class: "in -> reg"
critical_path:
  critPathLaunchType: "input port"
  endpoint_kind: "primary output"
  crit_slowest_cell: "nor2b_4"
  critical_path_class: "in -> out"
  cp.arrival_ns: 5.47
  worstPathMaxFanout: 96
  crit_top_cell: "buf_12"
  worstPathCellList: "buf_4, buf_12, nor2b_4, buf_12, a221oi_1, o21ai_0, a22oi_1, nand4_1, clkdlybuf4s50_1"
  max_stage_delay_ns: 0.75
  worstPathRequired_ns: 7.92
-- final cells by class --
| type | instances | share of cell area |
|---|---|---|
| clock buffers | 65 | 0.0553 |
| flip-flops and latches | 560 | 0.658 |
| inverters | 6 | 0.000881 |
| clock inverters | 30 | 0.00930 |
| multi-input cells | 679 | 0.205 |
| well taps | 748 | 0.0366 |
| repair buffers | 112 | 0.0353 |
-- worst paths after layout --
path	from	to	slack, ns	cells past startpoint
max	A[1]	out[6]	2.45	9
min	WD[0]	data[4][0]	2.06	2
-- worst max-delay path: cells and delay by family --
kind / cells / cell delay [ns]
AND/OR/NAND/NOR: 2 / 0.96
AND-OR/OR-AND: 3 / 0.82
buffers and inverters: 4 / 1.66
-- stage by stage --
| step | area [sq um] | hold slack (ns) | worst slack [ns] | total power, mW | utilization |
|---|---|---|---|---|---|
| detailed placement | 23900 | 2.68 | 2.49 | 2.97 | 0.433 |
| CTS | 25600 | 2.05 | 2.45 | 4.90 | 0.463 |
| floorplan | 22500 | 2.08 | 4.43 | 2.83 | - |
| global placement | 23900 | 2.68 | 2.48 | 2.97 | 0.433 |
| finish | 25600 | 2.06 | 2.45 | 4.87 | 0.463 |
| global route | 25600 | 2.08 | 2.25 | 5.01 | 0.463 |
-- synthesized netlist by cell type, drive strengths merged (27+ instances only) --
master	number	share of area
a221oi	66	0.026
mux2	38	0.019
edfxtp	560	0.75
o21ai	27	0.0060
nand2	58	0.0098
a21oi	32	0.0072
a22oi	45	0.015
mux4	41	0.041
buf	60	0.017
clkbuf	30	0.0050
nor2	79	0.013
mux2i	61	0.027
-- layer usage --
metal | track usage | vias to the layer above | part of all wire
met5 | 0 | - | 0.00036
met3 | 0.117 | 98 | 0.12
met1 | 0.318 | 6336 | 0.38
met4 | 0.0556 | 4 | 0.030
met2 | 0.339 | 619 | 0.47
li1 | - | 5505 | -
-- cell families after synthesis --
| group | synth area share |
|---|---|
| AND-OR/OR-AND | 0.0914 |
| buffers and inverters | 0.0227 |
| flip-flops | 0.752 |
| multiplexers | 0.0877 |
| other | 0.000168 |
| AND/OR/NAND/NOR | 0.0464 |
-- power groups by stage --
stage	sequential (mW)	combinational, mW	clock, mW
after CTS	2.63	0.291	1.98
final	2.63	0.290	1.95
after global routing	2.63	0.310	2.07
Power and IR drop assume default switching activity.
