**/design/flow/run.sh**
```bash
#!/bin/bash
# OpenROAD 26Q1-2900-gdf79404cd8, Yosys 0.63+post, stock flow scripts
make -C /OpenROAD-flow-scripts/flow DESIGN_CONFIG=/design/flow/config.mk WORK_HOME=/design/flow/orfs finish
```
**/design/flow/config.mk**
```make
export PLATFORM = sky130hd
export DESIGN_NAME = DATA_MEM
export DESIGN_NICKNAME = DATA_MEM
export VERILOG_FILES = /design/flow/design.v
export SDC_FILE = /design/flow/constraint.sdc
export NUM_CORES = 4
export LEC_CHECK = 1
export CORE_UTILIZATION = 40
export SYNTH_MEMORY_MAX_BITS = 65536
```
**/design/flow/constraint.sdc**
```tcl
current_design DATA_MEM

set clk_period 38.7
set clk_io_pct 0.2

create_clock -name clk0 -period $clk_period [get_ports {CLK}]

set non_clock_inputs [all_inputs -no_clocks]
set_input_delay [expr $clk_period * $clk_io_pct] -clock clk0 $non_clock_inputs
set_output_delay [expr $clk_period * $clk_io_pct] -clock clk0 [all_outputs]
```
**/design/flow/design.v**
```verilog
module DATA_MEM(input CLK,
					 input WE,
				 	 input [31:0] A,
					 input [31:0] WD,
					 input RST,
					 output wire [31:0] RD);
	reg [31:0] DATA[200:0];
	integer i;
	always @(posedge CLK)				 
		begin
		if (WE) DATA[A] <= WD;
		if(RST==1)  for (i=0; i<201; i=i+1) DATA[i] <= 32'b0;
		end
	assign RD = DATA[A];			 
endmodule
```
==> flow_metrics.tcl <==
# metrics dict for downstream scripts
set metrics [dict create \
    peakVddDrop_mv 0.04917 \
    cap_violations 0 \
    num_rows 336 \
    yosysCellCount 35250 \
    numCtsBuffers 835 \
    failed_checks "antenna violations" \
    grt_usage_pct 30.30 \
    p_total_mw 17.80 \
    drt-wirelength-per-cell_um 26.92 \
    fmax_mhz 42.31 \
    post_cts_buffers 0 \
    synth.area.top_cells "dfxtp_1 (38%), edfxtp_1 (16%), nand2_1 (15%)" \
    io_buffer_count 74 \
    tightest_slew_ps 1238 \
    ctsResizeCount 0 \
    synth-edff-count 1760 \
    fillers 74120 \
    synthCells 35250 \
    hold_buffers 0 \
    io_pins 99 \
    synth_chip_area_um2 336000 \
    warnings 121 \
    ff2ff_path_depth 2 \
    post_drt_via_cell_ratio 5.826 \
    detail-route-antenna-nets 1 \
    ys_warn_count 1 \
    synth_flops 8192 \
    cts.htree.levels 6 \
    die_w_um 918.5 \
    top_register "DATA" \
    coreArea_um2 837000 \
    outcome "finished, violations left" \
    antenna_found_initial 59 \
    cp.required_ps 30960 \
    leakagePower_nw 115.6 \
    reg_top3 "DATA: 8192 flops" \
    syn_to_final_growth_pct 12.12 \
    setup_violations 0 \
    insertion_delay_ps 1210 \
    cp_top_family "buffers and inverters" \
    drv_slew 0 \
    largest_reg_flops 8192 \
    vias 267200 \
    syn_area_um2 336000 \
    grt_remaining_overflow 0 \
    synthDistinctLibCells 25 \
    worst-path-stages 14 \
    rsz0062_at_grt "no" \
    cp-start-kind "input pin" \
    clk_transition_reported_paths_ps 60 \
    drc 0 \
    grt_pass1_wl_um 1788000 \
    die_h_um 918.5 \
    totalWireLength_um 1234000 \
    place.gp.congestion 0.9918 \
    cpMostUsedCell "buf_4" \
    synthFlopType "dfxtp_1" \
    critPathMaxFanout 86 \
    power.density_nw_per_um2 47.25 \
    cts_root_buf "clkbuf_16" \
    drtIter0Drc 23500 \
    path_cells "buf_16 > buf_4 > buf_4 > buf_4 > buf_4 > buf_4 > buf_4 > mux4_2 > a22oi_1 > a21oi_1 > buf_4 > o41ai_1 > nand4_1 > clkdlybuf4s50_1" \
    slowest_stage "o41ai_1" \
    critPathKind "input pin to output pin" \
    crit_path_end_kind "output pin" \
    synth-async-reset-ratio_pct 0 \
    cts_tree "done" \
    fp_util_pct 40.14 \
    period_needed_ps 23640 \
    fp.dieArea_um2 843600 \
    cts_buffer_depth 4 \
    skew_ps 0 \
    hold_path_depth 2 \
    drt_first_pass_iters 8 \
    crit_buf_inv 9 \
    seq_area_frac_synth_pct 54.06 \
    grt_max_degree 189 \
    relSlewSlack_pct 16.57 \
    setup_tns_ps 0 \
    drive_above_1_share_pct 14.46 \
    slowest_delay_ps 910 \
    min_path_type "flop to flop" \
    top_cell_area_share_pct 38.33 \
    post-dp-hpwl_um 725100 \
    syn_avg_cell_area_um2 9.530 \
    clkSinkCount 8192 \
    worstPathArrival_ps 15900 \
    min_period_over_period_pct 61.08 \
    synth_top_cell_by_area "dfxtp_1" \
    grt_pass1_vias 268300 \
    hold_viol 0 \
]
==> layer usage <==
| layer | vias to the layer above | global-route usage [%] | share of wire (%) |
|---|---|---|---|
| li1 | 118900 | - | - |
| met1 | 130900 | 36.71 | 34 |
| met2 | 14400 | 41.84 | 42 |
| met3 | 2842 | 19.25 | 16 |
| met4 | 87 | 16.32 | 6.9 |
| met5 | - | 3.013 | 0.27 |
==> final timing paths <==
kind / start / slack (ps) / to
max: A[1] / 15060 / RD[8]
min: DATA[31][6]$_SDFFE_PP0P_ / 450 / DATA[31][6]$_SDFFE_PP0P_
max reg2reg: DATA[73][1]$_SDFFE_PP0P_ / 38010 / DATA[73][1]$_SDFFE_PP0P_
min reg2reg: DATA[31][6]$_SDFFE_PP0P_ / 450 / DATA[31][6]$_SDFFE_PP0P_
==> cells in the mapped netlist, drive strengths merged (3+ instances only) <==
cell        n
o41ai     128
nand2   13090
nor2b       6
nor2      248
clkbuf   2843
nor3       40
or3         6
a22oi    1024
a21oi    6944
nand3      11
buf       622
mux4     2048
nand4      32
nand2b      8
edfxtp   1760
dfxtp    6432
and2        3
==> power breakdown <==
part | internal [mW] | leakage (nW) | switching [mW]
registers | 8.73 | 67.6 | 0.00457
clock network | 4.71 | 13.7 | 3.52
logic | 0.185 | 34.3 | 0.643
==> layout by cell type, fill, tap and decap left out, types with 74 or more instances in the layout <==
cell type      n
buf_4       1208
nand2_1    13070
nor2_2       185
dfxtp_1     6432
a21oi_1     6944
mux4_2      2048
clkbuf_1     203
clkbuf_16    843
diode_2       74
clkinv_2     121
a22oi_1     1024
o41ai_2       93
edfxtp_1    1760
clkbuf_8     192
==> worst register-to-register path, cell delays in order (launching register included) <==
cell and delay (ps):
dfxtp_1 330, nand2_1 60, a21oi_1 210
==> metrics by stage <==
step | hold slack (ps) | util (%) | cell area, um^2 | worst slack [ps] | instances
after detailed placement | 443.3 | 41.63 | 348500 | 15730 | 44250
final | 449.0 | 45.00 | 376700 | 15060 | 45850
after global routing | 462.4 | 44.99 | 376600 | 15130 | 45800
after CTS | 451.2 | 44.98 | 376500 | 15740 | 45780
after global placement | 438.1 | 41.63 | 348500 | 15760 | 44250
after floorplan | 433.1 | - | 336000 | 21320 | 35250
==> area by class of cell <==
class	count	area (um^2)	share of cell area, %
diodes	74	185.2	0.04916
multi-input cells	23600	142400	37.79
repair buffers	1309	10550	2.801
clock inverters	289	3522	0.9350
clock buffers	1240	24510	6.507
well taps	11150	13960	3.705
flip-flops and latches	8192	181600	48.21
==> logic make-up after synthesis <==
group / count (synthesis) / share of synthesized area, %
mux: 2048 / 13.73
simple gates: 13450 / 15.10
compound gates: 8096 / 12.97
buf+inv: 3465 / 4.149
flops: 8192 / 54.06
Power figures rest on the tool's default switching activity, not on a simulated workload.
