==> design/flow/design.v <==
module INST_MEM (A,RD);
input [31:0] A;
output [31:0] RD;
reg [31:0] INST[88:0];
initial begin
 INST[0]  = 32'b1110_000_0010_0_1111_0000_0000_0000_1111;  
  INST[4] = 32'b1110_010_1100_0_0000_0000_0000_0000_0000;  
 INST[8] = 32'b1110_010_1100_1_0000_0001_0000_0000_0000;  
 INST[12]  = 32'b1110_001_0100_0_0000_0010_0000_0000_0101;  
 INST[16]  = 32'b1110_001_0100_0_0010_0011_0000_0000_0111;  
   INST[20] = 32'b1110_010_1100_0_0000_0011_0000_0000_0001;  
 INST[24] = 32'b1110_010_1100_1_0000_0001_0000_0000_0001;  
 INST[28] = 32'b1110_001_0010_0_0011_0111_0000_0000_1001;  
 INST[32] = 32'b1110_000_1100_0_0111_0100_0000_0000_0010;  
 INST[36] = 32'b1110_010_1100_0_0000_0100_0000_0000_0111;  
 INST[40] = 32'b1110_010_1100_1_0000_0001_0000_0000_0111;  
 INST[44] = 32'b1110_000_0000_0_0011_0101_0000_0000_0100;  
 INST[48] = 32'b1110_010_1100_0_0000_0101_0000_0000_0011;  
 INST[52] = 32'b1110_010_1100_1_0000_0001_0000_0000_0011;  
 INST[56] = 32'b1110_000_1101_0_0000_0010_00001_01_0_0001;  
 INST[60] = 32'b1110_010_1100_0_0000_0010_0000_0000_0100;  
 INST[64] = 32'b1110_010_1100_1_0000_0001_0000_0000_0100;  
 INST[68] = 32'b1110_000_1010_1_0001_0000_0000_0000_0010; 
 INST[72] = 32'b1110_000_0100_0_1111_1111_0000_0000_0000;  
 INST[76] = 32'b1110_001_0100_0_0000_0010_0000_0000_0001;  
 INST[80] = 32'b1110_000_1101_0_0000_0010_00011_00_0_0010;  
  INST[84] = 32'b1110_010_1100_0_0000_0010_0000_0000_0101;  
 INST[88] = 32'b1110_010_1100_1_0000_0010_0000_0000_0101;  
end 
assign RD = INST[A];
endmodule
==> design/flow/run.sh <==
#!/bin/bash
# OpenROAD 26Q1-2900-gdf79404cd8, Yosys 0.63+post, stock flow scripts
make -C /OpenROAD-flow-scripts/flow DESIGN_CONFIG=/design/flow/config.mk WORK_HOME=/design/flow/orfs finish
==> design/flow/config.mk <==
export PLATFORM = sky130hd
export DESIGN_NAME = INST_MEM
export DESIGN_NICKNAME = INST_MEM
export VERILOG_FILES = /design/flow/design.v
export SDC_FILE = /design/flow/constraint.sdc
export NUM_CORES = 4
export LEC_CHECK = 1
export CORE_AREA = 10 10 71 71
export DIE_AREA = 0 0 81 81
==> design/flow/constraint.sdc <==
current_design INST_MEM

set clk_period 1.2
set clk_io_pct 0.2

create_clock -name clk0 -period $clk_period

set non_clock_inputs [all_inputs -no_clocks]
set_input_delay [expr $clk_period * $clk_io_pct] -clock clk0 $non_clock_inputs
set_output_delay [expr $clk_period * $clk_io_pct] -clock clk0 [all_outputs]
==> results.tsv <==
stage	metric	value	unit
die	Core Density at Floorplan	0.210	
worst_hold_path	hold path cells	4	
place	DP HPWL	1.98	mm
routing	antenna cells	0	
final_timing	final worst path period share	1.26	
setup_path	crit start category	primary input	
global_route	grt met1 use	0.116	
routing	Vias	1022	
power_and_ir_drop	switching power	0.000259	W
outcome	outcome	complete, but fails checks	
final_layout	FF+latch count	0	
setup_path	worst setup path class	primary input to output port	
global_route	Total Routing Usage GR	0.0868	
synthesis	tally of yosys warning messages	1	
power_and_ir_drop	internal power	0.000341	W
final_layout	layout cell share with drive strength beyond 1	0.698	
place	PortBufs	27	
power_and_ir_drop	worst vdd ir	0.172	mV
final_timing	final setup fails	21	
global_route	vias in the first global route	1009	
power_and_ir_drop	total power	0.000600	W
power_and_ir_drop	Sw Ratio	0.432	
worst_hold_path	Worst Hold Endpoint	RD[18]	
routing	DR pass1 iterations	4	
global_route	first-pass GRT wire length	4.82	mm
global_route	met2 usage	0.146	
die	Top Ports	64	
place	Final Wtd Congestion	0.907	
synthesis	Seq share, synth	0	
final_timing	max-slew violation count	0	
routing	DRC errors left	0	
global_route	total grt overflow	0	
power_and_ir_drop	Pleak	0.764	nW
die	die width	81	um
power_and_ir_drop	sequential power share	0	
global_route	busiest grt layer	met2	
setup_path	CP endpoint kind	output port	
die	die height	81	um
setup_path	CP cell instances	buf_12 > inv_12 > ha_4 > and2b_1 > buf_6 > a22oi_2 > a2bb2oi_2 > buf_2	
setup_path	Worst Path Max Fanout	5	
die	full die area	0.00656	mm2
synthesis	Syn Area/Cell	7.06	um2
final_timing	RSZ-0062 raised after global routing	true	
final_layout	utilization after layout	0.471	
worst_hold_path	class of the worst hold path	primary input to output port	
final_timing	Final Hold Fails	0	
routing	Initial DRC Count	83	
final_layout	Syn-to-layout area delta	125	%
cts	# hold bufs at CTS	0	
synthesis	# Cells Yosys	108	
worst_hold_path	min-delay src	A[4]	
synthesis	area of the mapped netlist	762	um2
final_timing	worst setup margin	-0.309	ns
setup_path	crit path DRT	0.96	ns
routing	final antenna-violating net count	0	
final_timing	Max Freq	663	MHz
power_and_ir_drop	combinational power share	1.000	
setup_path	CP arrival	1.27	ns
die	core area	0.00363	mm2
setup_path	crit-path max cell delay	0.18	ns
synthesis	Chip Area, Yosys	762	um2
die	# rows	22	
final_timing	minimum clock period	1.51	ns
synthesis	Mapped Cells	108	
global_route	initial antenna violation count	0	
synthesis	distinct lib cells	41	
outcome	failing checks	setup timing	
final_timing	Hold Slack	0.888	ns
flow_run	reported max-cap violation count	0	
routing	routed len/inst	15.4	um
setup_path	CP max stage cell	and2b_1	
power_and_ir_drop	Pwr Density	350	mW/mm2
routing	DRT Wirelength	3.34	mm
global_route	met3 Usage GRT	0.0178	
flow_run	Log Warnings	71	
final_layout	area taken by flip-flops and latches	0	um2
power_and_ir_drop	Clk pwr share	0	
final_layout	clkbuf count	0	
global_route	pin count of the biggest net entering global routing	13	
routing	vias per cell	4.71	
[routing by layer]
metal / part of all wire / vias up
li1: - / 490
met1: 0.45 / 491
met2: 0.48 / 37
met3: 0.060 / 4
met4: 0.0075 / 0
met5: 0 / -
[power groups by stage]
stage / logic, W / registers, W / clock network (W)
4_1_cts: 0.000516 / 0 / 0
5_1_grt: 0.000651 / 0 / 0
6_report: 0.000600 / 0 / 0
[per-stage QoR]
step           std cells  instance area (um2)  setup slack (ns)  TNS [ns]
2_1_floorplan        116                  841           -0.0651    -0.151
3_3_place_gp         198                 1230             -1.21    -24.25
3_5_place_dp         198                 1230             -1.21    -24.50
4_1_cts              214                 1550            -0.427     -6.52
5_1_grt              217                 1710            -0.372     -5.59
6_report             217                 1710            -0.309     -4.56
[layout by cell type (no fill, tap or decap), types with 2 or more instances in the layout]
cell type  Yosys  final
buf_6          1     32
buf_4         12     19
buf_2          5     16
conb_1         2     10
o21ai_1        1      9
ha_4           0      8
a21oi_2        0      5
nor2b_1        5      3
nor2_2         0      3
a311o_1        3      3
mux2i_1        4      3
nand2_1        7      3
ha_1          11      3
buf_12         0      3
inv_8          0      2
a21oi_1        7      2
or2_4          0      2
nand2_4        0      2
nand2_2        0      2
nor2_4         0      2
a22oi_2        0      2
nand2b_1       2      2
buf_8          1      2
[synthesized netlist by cell type (all sizes together), types with 2 or more instances]
master | count | area [um2]
a211oi | 2 | 15.0
a21oi | 7 | 35.0
a22oi | 2 | 15.0
a311o | 3 | 30.0
buf | 19 | 141
clkbuf | 2 | 7.51
conb | 2 | 7.51
ha | 11 | 138
inv | 4 | 15.0
mux2i | 4 | 40.0
nand2 | 7 | 26.3
nand2b | 2 | 12.5
nor2 | 6 | 22.5
nor2b | 5 | 31.3
o21ai | 10 | 50.0
or2 | 2 | 12.5
[worst max path at each step]
stage,startpoint,endpoint,slack [ns],depth (start not counted)
6_report,A[3],RD[23],-0.31,8
4_1_cts,A[3],RD[17],-0.43,8
5_1_grt,A[3],RD[17],-0.37,7
[kinds of logic after synthesis]
logic type               share of synthesized area
AND-OR/OR-AND                                0.309
XOR/XNOR                                    0.0230
adder cells (fa/ha/maj)                      0.181
buffers and inverters                        0.215
multiplexers                                0.0673
other                                      0.00986
AND/OR/NAND/NOR                              0.195
[timing repair]
action	4_1_cts	5_1_grt
buffers inserted	17	4
gates cloned	0	1
endpoints found under the setup margin	22	22
gates resized	162	39
pin swaps	31	16
[worst max-delay path, delay by kind of cell]
family	cells	cell delay [ns]
and+or+nand+nor	1	0.18
AOI/OAI and AO/OA	2	0.30
buffers and inverters	4	0.38
adders and majority gates	1	0.16
[area by class of cell]
class              instances  area [um2]
fillers                  322        1920
inverters                  4        42.5
multi-input cells         91         907
well taps                 48        60.1
repair buffers            74         703
Power and IR drop assume default switching activity.
